[flow/run.sh]
#!/bin/bash
# OpenROAD 26Q1-2900-gdf79404cd8, Yosys 0.63+post, stock flow scripts
make -C /OpenROAD-flow-scripts/flow DESIGN_CONFIG=/design/flow/config.mk WORK_HOME=/design/flow/orfs finish
[flow/config.mk]
export PLATFORM = sky130hd
export DESIGN_NAME = ALU
export DESIGN_NICKNAME = ALU
export VERILOG_FILES = /design/flow/design.v
export SDC_FILE = /design/flow/constraint.sdc
export NUM_CORES = 4
export LEC_CHECK = 1
export CORE_UTILIZATION = 30
[flow/constraint.sdc]
current_design ALU

set clk_period 13.0
set clk_io_pct 0.2

create_clock -name clk0 -period $clk_period

set non_clock_inputs [all_inputs -no_clocks]
set_input_delay [expr $clk_period * $clk_io_pct] -clock clk0 $non_clock_inputs
set_output_delay [expr $clk_period * $clk_io_pct] -clock clk0 [all_outputs]
[flow/design.v]
module ALU(Ain,Bin,ALUop,out,status);
input [15:0] Ain, Bin;
input [1:0] ALUop;
output reg[15:0] out;
output reg [2:0] status;
wire[15:0] add_result,sub_result;
wire ovf_add, ovf_sub;
AddSub #(16) add(Ain, Bin, 1'b0, add_result, ovf_add);
AddSub #(16) sub(Ain, Bin, 1'b1, sub_result, ovf_sub);
always@(*)begin
    case(ALUop)
    2'b00:begin 
        out = add_result;
        if(out == {16{1'b0}})
        status[2] = 1'b1;
        else
        status[2] = 1'b0;
        if(out[15] == 1'b0)
        status[1] = 1'b0;
        else
        status[1] = 1'b1;
        status[0] = ovf_add;
    end
    2'b01:begin 
        out = sub_result;
        if(out == {16{1'b0}})
        status[2] = 1'b1;
        else
        status[2] = 1'b0;
        if(out[15] == 1'b0)
        status[1] = 1'b0;
        else
        status[1] = 1'b1;
        status[0] = ovf_sub;
    end
    2'b10:begin
        out = Ain & Bin;
        if(out == {16{1'b0}})
        status[2] = 1'b1;
        else
        status[2] = 1'b0;
        if(out[15] == 1'b0)
        status[1] = 1'b0;
        else
        status[1] = 1'b1;
        status[0] = 1'b0;
    end
    2'b11:begin
        out = ~ Bin;
        if(out == {16{1'b0}})
        status[2] = 1'b1;
        else
        status[2] = 1'b0;
        if(out[15] == 1'b0)
        status[1] = 1'b0;
        else
        status[1] = 1'b1;
        status[0] = 1'b0;
    end
    default:{out,status} = {19{1'b0}};
    endcase
end
endmodule
module AddSub(a,b,sub,s,ovf) ;
  parameter n = 8 ;
  input [n-1:0] a, b ;
  input sub ;            
  output [n-1:0] s ;
  output ovf ;           
  wire c1, c2 ;          
  wire ovf = c1 ^ c2 ;   
  Adder1 #(n-1) ai(a[n-2:0],b[n-2:0]^{n-1{sub}},sub,c1,s[n-2:0]) ;
  Adder1 #(1)   as(a[n-1],b[n-1]^sub,c1,c2,s[n-1]) ;
endmodule
module Adder1(a,b,cin,cout,s) ;
  parameter n = 8 ;
  input [n-1:0] a, b ;
  input cin ;
  output [n-1:0] s ;
  output cout ;
  wire [n-1:0] s;
  wire cout ;
  assign {cout, s} = a + b + cin ;
endmodule 
==> out/notes.md <==
The run finished with clean final reports. The arrival time of data at the worst endpoint is listed as 7810 ps. The run gives 47 for the number of OpenROAD warnings.

Gates resized during post-CTS repair numbered 0. The power report puts the leakage power at 1.12 nW. The run gives 6080 microns as the detailed placement HPWL.

The kind of capture point of the worst setup path was an output pin. The sequential cell count was 0. The path class of the lowest-slack min-delay path is in -> out.

Setup repair after global routing left no endpoint under its margin. The number of fill cells is 739. The die is 88.5 microns wide. The tools report the hold violation count in the final report as 0. The logs give 0 for the number of max-slew violations in the final report and 0 for the DRC violation count after routing. The timing report notes that buffer and inverter cells on the critical path total 4. Per the repair_timing log after CTS, setup buffers inserted total 0. 53 I/O pins were placed. The number of antenna violations at the first check in global routing was 0. Max fanout on the critical path was recorded as 9. Entering global routing, the biggest net connects 21 pins. The run gives 143 for the DRC violation total after the first TritonRoute iteration. The logs give 2,416 for the detailed-route via count and 308 for the instance tally after logic synthesis.

For this design the ratio of total power to cell area is 50.0 nW/um^2. The data required time reported for the critical path is 10,400 ps. The synthesized netlist has a Yosys-reported chip area of 2240 sq um. The run gives 2030 sq um as the area of the multi-input gates. With the number of max-capacitance violations reported at 0, the antenna cell count is 0. The tools report the global-route wire length before repair as 11,700 microns.

Per the run report, area growth between synthesis and finish was 25.4%. The area occupied by registers is 0 sq um. The logs give 1 for the total of warnings raised by yosys and 0 for the number of buffers inserted for hold repair after clock tree synthesis. After floorplanning, the die was sized to cover 7820 sq um. In the layout the commonest cells are clkdlybuf4s50_1, inv_1, ha_1. In this run the critical path is formed by clkdlybuf4s50_1 > inv_1 > ha_1 > or4_1 > a21oi_1 > o21ai_0 > a31oi_1 > a211oi_1 > inv_1 > fa_1 > nand4b_1 > nor2_1 > or4b_2 > a2111oi_0 > a41oi_1 > o41ai_2 > clkdlybuf4s50_1. The cell family with the largest share of critical-path delay was AND-OR/OR-AND gates. The core utilization at floorplan is 30.9%. The tools report the termination of the worst setup path as status[2]. The tools report the via count of the first global-routing pass as 2,306. With the area of the core at 7250 sq um, the logic depth of the worst setup path including buffers is 17. The slew at the pin closest to its max-slew limit came out at 859 ps. The run gives 56 for the distinct cell type count of the synthesized netlist. The element type at the critical path start is a primary input.

The analysis reports a worst IR drop on VDD of 0.0177 mV. The run gives 4 for the first-pass detailed-route iteration total. The congestion estimate from routability-driven global placement came to 0.947. Recorded from the global router log, the overflow total was 0. According to the floorplan report, the die height is 88.5 microns.

Once layout is complete, the utilization of the core stands at 38.8%. Number of nets still failing antenna checks after routing: 0. The critical path start-end classification is in -> out.

Of the synthesized area, sequential elements account for 0%. Dividing the final minimum period by the clock period gives 80.0%. In this run the core area contains 31 standard-cell rows. Summing every instance area after synthesis gives 2240 sq um.

In the post-route report, total wirelength is listed as 7350 microns. The worst path needs 10,410 ps of the cycle, external delays included. Share of cells above drive strength 1: 5.26%.

Per STA, the startpoint of the critical path is Bin[5]. With the number of I/O port buffers at 53, the maximum clock rate is 96.1 MHz. Synthesized area per cell: 7.28 sq um.

The post-detailed-route wirelength per cell works out to 16.7 microns. Among logic cells in the layout, the one with the most instances is clkdlybuf4s50_1. The number of cells reported by Yosys stat comes to 308.

The tools report the global-route usage over all layers as 19.7%. For this design, the slowest cell found on the critical path is or4b_2. The clock tree buffer count of the final layout was 0; the average via count per standard cell was 5.48.

Adding up every negative setup slack in the final design gives 0 ps. The number of endpoints failing setup at the final stage was 0; the relative slew slack was 42.6%. Per STA, the highest per-stage delay on the worst path measures 610 ps.
## logic make-up (layout without fill, tap and decap cells)
logic type	count (synthesis)	count (layout)	synth area share [%]
adder cells (fa/ha/maj)	34	34	20.3
AND-OR/OR-AND	84	84	27.5
XOR/XNOR	21	21	8.20
AND/OR/NAND/NOR	105	105	24.5
buffers and inverters	52	86	9.49
multiplexers	12	12	10.0
## tightest hold or removal path: stages
cell	delay, ps
clkdlybuf4s50_1	400
buf_4	210
nand2_1	80
a21oi_1	70
clkdlybuf4s50_1	400
## synthesized netlist by cell type (2+ instances only)
library cell	number	area share (%)
a2111oi_0	3	1.2
a211o_1	2	0.78
a211oi_1	7	2.3
a21o_1	3	1.0
a21oi_1	20	4.5
a221oi_1	2	0.78
a31oi_1	3	0.84
and2_1	2	0.56
and3_1	2	0.56
buf_2	3	0.67
clkbuf_1	12	2.0
clkbuf_2	2	0.45
fa_1	4	3.6
ha_1	30	17
inv_1	32	5.4
mux2i_1	3	1.3
mux4_2	7	7.0
nand2_1	15	2.5
nand2b_1	2	0.56
nand3_1	10	2.2
nand3b_1	5	1.7
nand4_1	7	2.0
nand4b_1	2	0.78
nor2_1	29	4.9
nor2b_1	7	2.0
nor3_1	8	1.8
nor4_1	4	1.1
o211ai_1	5	1.7
o21a_1	6	2.0
o21ai_0	11	2.5
o21bai_1	4	1.3
o311ai_0	3	1.2
o31a_1	4	1.6
o31ai_1	2	0.67
or2_2	3	0.84
or3_1	3	0.84
or4_1	3	1.0
xnor2_1	17	6.6
xor2_1	4	1.6
## per-layer routing
layer	vias up	routed length [microns]	share of wire, %	global-route usage [%]
met4	0	27	0.37	1.03
met2	71	3470	47	32.8
met1	1147	3390	46	29.6
met3	2	465	6.3	1.70
li1	1196	-	-	-
met5	-	0	0	0
## how the worst min path moves through the flow
stage             to      from  cells past startpoint  slack [ps]
global route  out[2]  ALUop[0]                      5        6430
CTS           out[2]  ALUop[0]                      5        6370
finish        out[2]  ALUop[0]                      5        6360
## per-stage QoR
stage | cell area, sq um | hold WS [ps] | setup slack (ps) | total power (W) | instances
2_1_floorplan | 2240 | 5340 | 4310 | 0.0000877 | 308
3_3_place_gp | 2810 | 6360 | 2730 | 0.000140 | 441
3_5_place_dp | 2810 | 6360 | 2640 | 0.000139 | 441
4_1_cts | 2810 | 6370 | 2600 | 0.000141 | 441
5_1_grt | 2810 | 6430 | 2220 | 0.000155 | 441
6_report | 2810 | 6360 | 2590 | 0.000141 | 441
## power breakdown
part	switching, W	leakage [nW]	internal (W)
Combinational	0.0000700	1.12	0.0000705
Sequential	0	0	0
Clock	0	0	0
Total	0.0000700	1.12	0.0000705
## cell type report
class                           instances  share of cell area (%)
Timing Repair Buffer                   54                    19.1
Multi-Input combinational cell        256                    72.2
Tap cell                               99                    4.41
Inverter                               32                    4.27
Power is estimated from default activity; no workload was simulated.
