==> flow/design.v <==
module regfile(data_in,writenum,write,readnum,clk,data_out);
input[15:0]data_in;
input[2:0]writenum;
input[2:0]readnum;
input write;
input clk;
output[15:0]data_out;
wire[7:0]out_1;
wire[7:0]out_2;
wire[15:0]R0,R1,R2,R3,R4,R5,R6,R7;
wire[15:0]data_out;
decoder1 b1(writenum,write,out_1);
vDFFE #(16) r0(clk,out_1[0],data_in,R0);
vDFFE #(16) r1(clk,out_1[1],data_in,R1);
vDFFE #(16) r2(clk,out_1[2],data_in,R2);
vDFFE #(16) r3(clk,out_1[3],data_in,R3);
vDFFE #(16) r4(clk,out_1[4],data_in,R4);
vDFFE #(16) r5(clk,out_1[5],data_in,R5);
vDFFE #(16) r6(clk,out_1[6],data_in,R6);
vDFFE #(16) r7(clk,out_1[7],data_in,R7);
decoder2 b2(readnum,out_2);
mux b3(R0,R1,R2,R3,R4,R5,R6,R7,out_2,data_out);
endmodule
module vDFFE(clk, en, in, out) ;
  parameter n = 1;   
  input clk, en ;
  input  [n-1:0] in ;
  output [n-1:0] out ;
  reg    [n-1:0] out ;
  wire   [n-1:0] next_out ;
  assign next_out = en ? in : out;
  always @(posedge clk)
    out = next_out;  
endmodule
module decoder1(writenum,write,out);
input [2:0] writenum;
input write;
output [7:0] out;
reg [7:0] out;
always @( writenum or write)begin
if(write)begin
out=8'd0;
case (writenum)
3'b000: out[0]=1'b1;
3'b001: out[1]=1'b1;
3'b010: out[2]=1'b1;
3'b011: out[3]=1'b1;
3'b100: out[4]=1'b1;
3'b101: out[5]=1'b1;
3'b110: out[6]=1'b1;
3'b111: out[7]=1'b1;
default: out=8'd0;
endcase
end
else 
out=8'd0;
end
endmodule
module decoder2(readnum,out);
input [2:0] readnum;
output [7:0] out;
reg [7:0] out;
always @(*)begin
out=8'd0;
case (readnum)
3'b000: out[0]=1'b1;
3'b001: out[1]=1'b1;
3'b010: out[2]=1'b1;
3'b011: out[3]=1'b1;
3'b100: out[4]=1'b1;
3'b101: out[5]=1'b1;
3'b110: out[6]=1'b1;
3'b111: out[7]=1'b1;
default: out=8'd0;
endcase
end
endmodule
module mux(R0,R1,R2,R3,R4,R5,R6,R7,s,out);
input[15:0]R0,R1,R2,R3,R4,R5,R6,R7;
input[7:0]s;
output reg[15:0]out;
always@(*)begin
case(s)
8'b00000001: out = R0;
8'b00000010: out = R1;
8'b00000100: out = R2;
8'b00001000: out = R3;
8'b00010000: out = R4;
8'b00100000: out = R5;
8'b01000000: out = R6;
8'b10000000: out = R7;
default: out = {16{1'b0}};
endcase
end
endmodule
==> flow/run.sh <==
#!/bin/bash
# OpenROAD 26Q1-2900-gdf79404cd8, Yosys 0.63+post, stock flow scripts
make -C /OpenROAD-flow-scripts/flow DESIGN_CONFIG=/design/flow/config.mk WORK_HOME=/design/flow/orfs finish
==> flow/config.mk <==
export PLATFORM = sky130hd
export DESIGN_NAME = regfile
export DESIGN_NICKNAME = regfile
export VERILOG_FILES = /design/flow/design.v
export SDC_FILE = /design/flow/constraint.sdc
export NUM_CORES = 4
export LEC_CHECK = 1
export CORE_UTILIZATION = 50
==> flow/constraint.sdc <==
current_design regfile

set clk_period 4.4
set clk_io_pct 0.2

create_clock -name clk0 -period $clk_period [get_ports {clk}]

set non_clock_inputs [all_inputs -no_clocks]
set_input_delay [expr $clk_period * $clk_io_pct] -clock clk0 $non_clock_inputs
set_output_delay [expr $clk_period * $clk_io_pct] -clock clk0 [all_outputs]
==> flow_summary.yaml <==
# synthesis and place-and-route metrics
status:
  status: "complete, no violations"
grt:
  gr-total-overflow: 0
  antenna_found_initial: 0
  grt_start_max_net_pins: 33
  grt_pass1_vias: 2472
  grt_pass1_wl_um: 12800
  grt_usage_pct: 19.6
yosys:
  yosys_warnings: 4
  syn-cell-area_sq_mm: 0.00497
  synth_flops: 128
  area_leaders: "edfxtp_1, mux4_1, mux2_2"
  syn_inst: 198
  ys_cells: 198
  synth-xor-area-share_pct: 0
  synth.distinct_cells: 12
  synth_top_area_share_pct: 77.3
  postSynthSeqShare_pct: 77.3
  synth.avg_cell_area_sq_um: 25.1
  ys_sh_aoi_pct: 0
  muxShareOfSynthArea_pct: 20.2
  synthAdderAreaFrac_pct: 0
  yosys.area.top_type: "edfxtp_1"
  simple_gate_share_pct: 1.18
  logic_family: "multiplexers"
  yosysChipArea_sq_mm: 0.00497
die:
  io_pins: 40
  rows: 36
  die_w_um: 102
  die_h_um: 102
  coreArea_sq_mm: 0.00968
  dieArea_sq_mm: 0.0104
  fp_util_pct: 51.4
drt:
  ant_nets: 0
  post_drt_wl_per_cell_um: 20.9
  drc: 0
  routed_wl_um: 8420
  viasPerCell: 5.50
  drtPass1Iterations: 4
  antenna_cells: 0
  dr.first_iter.drc_count: 92
  vias: 2209
min_path:
  hold_path_class: "in2reg"
final_timing:
  fin_crit_sh_pct: 84.0
  maxSlewHeadroom_pct: 55.4
  setup_violations: 0
  fmax_mhz: 271
  rsz0062_at_grt: "no"
  hold_viol: 0
  fin_ws_ns: 0.705
  drv_slew: 0
  period_minus_slack_ns: 3.69
  worst_pin_slew_ns: 0.667
  fin_setup_tns_ns: 0
power_and_ir_drop:
  powerDensity_mw_per_mm2: 441
  ir_drop_v: 0.000271
  p_leak_uw: 0.00201
cts:
  cts_root_buf: "clkbuf_8"
  h-tree-depth: 4
  cts_made_buffers: 17
  cts_setup_buffers: 0
  cts-resized-gates: 0
  cts_tree: "yes"
  cts_max_path_buffers: 2
  cts.clk_slew.worst_paths_ns: 0.05
  ctsHoldBuffers: 0
  cts.sinks: 128
layout:
  layout-drive-gt1-share_pct: 21.2
  area_delta_synth_final_pct: 21.5
critical_path:
  crit_path_start_kind: "primary input"
  end_kind: "primary output"
  crit_type: "in2out"
  crit_arrival_ns: 2.81
  path_max_fanout: 19
  crit_required_ns: 3.52
place:
  io_buffer_count: 39
  dp_worst_setup_slack_ns: 0.691
  hpwlAfterDp_um: 4610
  gp_congestion: 0.684
flow_run:
  max_cap_violations: 0
  warnings: 25
-- synth_stat cells --
master / number
mux4_1: 28
edfxtp_1: 128
clkbuf_1: 1
mux4_2: 4
buf_6: 4
clkbuf_2: 1
buf_1: 3
mux2_2: 16
nor2_1: 6
nand2b_1: 3
nand2_1: 2
nor3_1: 2
-- final cells by class --
cell class | instances | area, sq um
timing repair buffer | 50 | 480
multi-input combinational | 61 | 1070
clock inverter | 9 | 46.3
clock buffer | 21 | 429
sequential | 128 | 3840
fill | 647 | 3640
tap | 133 | 166
-- placed cells by master, fill, tap and decap left out --
master	count
mux2_2	16
clkinv_2	4
clkbuf_8	1
buf_2	1
edfxtp_1	128
nand2_1	2
clkinv_1	3
nand2b_1	3
clkdlybuf4s50_1	38
nor3_2	2
buf_4	10
mux4_1	28
buf_12	1
clkinvlp_4	2
clkbuf_1	4
nor2_1	6
mux4_2	4
clkbuf_16	16
-- critical path, stage by stage --
cell             delay, ns
buf_2                 0.39
buf_12                0.25
mux4_1                0.57
mux2_2                0.29
clkdlybuf4s50_1       0.40
-- kinds of logic (layout without fill, tap and decap cells) --
| family | Yosys count | count (layout) |
|---|---|---|
| buffers and inverters | 9 | 80 |
| DFF | 128 | 128 |
| muxes | 48 | 48 |
| and+or+nand+nor | 13 | 13 |
-- registers in the layout, summed over array words and instances, names as in the netlist --
signal,flops
r4.out,16
r1.out,16
r7.out,16
r3.out,16
r5.out,16
r0.out,16
r6.out,16
r2.out,16
-- path summary, 6_finish.rpt --
kind	cells after the start	end	slack, ns	from
setup / recovery	5	data_out[9]	0.71	readnum[0]
hold / removal	1	r6.out[5]	1.11	data_in[5]
-- metrics by stage --
step	utilization, %	hold slack (ns)	power (uW)	cell area (sq um)	cells
after floorplan	-	0.979	1490	4970	198
final	62.4	1.11	2670	6040	402
after global placement	57.5	1.58	1570	5570	372
after detailed placement	57.5	1.62	1580	5570	372
after global routing	62.4	1.10	2760	6040	402
after CTS	62.4	1.08	2690	6040	402
-- per-layer routing --
| layer | up-vias | track usage (%) | part of all wire (%) |
|---|---|---|---|
| met5 | - | 0 | 0 |
| met4 | 0 | 2.45 | 1.1 |
| met3 | 9 | 13.6 | 12 |
| met2 | 118 | 29.3 | 51 |
| met1 | 1093 | 26.9 | 37 |
| li1 | 989 | - | - |
-- where the power goes --
part	internal (uW)	leakage (uW)	switching [uW]
sequential	1380	0.00116	7.58
clock	672	0.000230	443
combinational	95.3	0.000621	64.0
total	2150	0.00201	515
Power is estimated from default activity; no workload was simulated.
